$ cat ./constraint.sdc
current_design fp_add

set clk_period 11.7
set clk_io_pct 0.2

create_clock -name clk0 -period $clk_period [get_ports {clk}]

set non_clock_inputs [all_inputs -no_clocks]
set_input_delay [expr $clk_period * $clk_io_pct] -clock clk0 $non_clock_inputs
set_output_delay [expr $clk_period * $clk_io_pct] -clock clk0 [all_outputs]
$ cat ./design.v
`default_nettype none
module fp_add (
    input  var logic        clk,
    input  var logic        rst,
    input  var logic        valid_i,
    input  var logic [31:0] num_a_i,
    input  var logic [31:0] num_b_i,
    output var logic [31:0] num_o,
    output var logic        valid_o
);
localparam int unsigned W_MANT     = 23;
localparam int unsigned W_MANT_EXT = W_MANT + 1;
localparam int unsigned W_EXP      = 8;
localparam int unsigned W_MANT_IDX = $clog2(W_MANT_EXT + 1);
logic                  sign_a;
logic                  sign_b;
logic [W_EXP-1:0]      exponent_a;
logic [W_EXP-1:0]      exponent_b;
logic [W_MANT-1:0]     mantissa_a;
logic [W_MANT-1:0]     mantissa_b;
logic [W_MANT_EXT-1:0] mantissa_ext_a;
logic [W_MANT_EXT-1:0] mantissa_ext_b;
logic [W_MANT_EXT-1:0] mantissa_aligned_a;
logic [W_MANT_EXT-1:0] mantissa_aligned_b;
logic [W_EXP-1:0]      exponent_diff;
logic                  shift_align_num;
logic                  valid_p1;
logic                  sign_a_p1;
logic                  sign_b_p1;
logic                  overflow;
logic                  res_sign;
logic [W_MANT_EXT-1:0] add_result;
logic [W_EXP-1:0]      exponent_a_p1;
logic [W_EXP-1:0]      exponent_b_p1;
logic [W_MANT_EXT-1:0] mantissa_aligned_a_p1;
logic [W_MANT_EXT-1:0] mantissa_aligned_b_p1;
logic                  shift_align_num_p1;
logic                  valid_p2;
logic [W_MANT_EXT-1:0] add_result_p2;
logic                  overflow_p2;
logic                  res_sign_p2;
logic [W_EXP-1:0]      exponent_a_p2;
logic [W_EXP-1:0]      exponent_b_p2;
logic                  shift_align_num_p2;
logic [W_MANT_EXT-1:0] pri_onehot;
logic                  prev_ones;
logic [W_MANT_EXT-1:0] conv_table [W_MANT_IDX];
logic [W_MANT_IDX-1:0] normalize_shamt;
logic [W_MANT_EXT-1:0] add_result_p3;
logic                  overflow_p3;
logic                  res_sign_p3;
logic [W_EXP-1:0]      exponent_a_p3;
logic [W_EXP-1:0]      exponent_b_p3;
logic [W_EXP-1:0]      res_exponent;
logic [W_EXP-1:0]      higher_exponent;
logic [W_MANT-1:0]     mantissa_normalized;
logic                  shift_align_num_p3;
logic [W_MANT_IDX-1:0] normalize_shamt_p3;
always_comb begin
    { sign_a, exponent_a, mantissa_a } = num_a_i;
    { sign_b, exponent_b, mantissa_b } = num_b_i;
    if (exponent_a != '0)
        mantissa_ext_a = { 1'b1, mantissa_a };
    else
        mantissa_ext_a = { 1'b0, mantissa_a };
    if (exponent_b != '0)
        mantissa_ext_b = { 1'b1, mantissa_b };
    else
        mantissa_ext_b = { 1'b0, mantissa_b };
    if (exponent_a == '0)
        exponent_a = 8'd1;
    if (exponent_b == '0)
        exponent_b = 8'd1;
    if (exponent_a > exponent_b) begin
        exponent_diff   = exponent_a - exponent_b;
        shift_align_num = '0;
    end else begin
        exponent_diff   = exponent_b - exponent_a;
        shift_align_num = '1;
    end
    if (shift_align_num) begin
        mantissa_aligned_a = mantissa_ext_a >> exponent_diff;
        mantissa_aligned_b = mantissa_ext_b;
    end else begin
        mantissa_aligned_a = mantissa_ext_a;
        mantissa_aligned_b = mantissa_ext_b >> exponent_diff;
    end
end
always_ff @(posedge clk) begin
    sign_a_p1             <= sign_a;
    sign_b_p1             <= sign_b;
    mantissa_aligned_a_p1 <= mantissa_aligned_a;
    mantissa_aligned_b_p1 <= mantissa_aligned_b;
    exponent_a_p1         <= exponent_a;
    exponent_b_p1         <= exponent_b;
    shift_align_num_p1    <= shift_align_num;
end
always_ff @(posedge clk)
    if (rst)
        valid_p1 <= '0;
    else
        valid_p1 <= valid_i;
always_comb begin
    if (sign_a_p1 != sign_b_p1) begin
        overflow = '0;
        if (sign_a_p1)
            { res_sign, add_result } = mantissa_aligned_b_p1 - mantissa_aligned_a_p1;
        else
            { res_sign, add_result } = mantissa_aligned_a_p1 - mantissa_aligned_b_p1;
        if (res_sign)
            add_result = -add_result;
    end else begin
        { overflow, add_result } = mantissa_aligned_a_p1 + mantissa_aligned_b_p1;
        res_sign = sign_a_p1;
    end
end
always_ff @(posedge clk) begin
    add_result_p2      <= add_result;
    overflow_p2        <= overflow;
    res_sign_p2        <= res_sign;
    exponent_a_p2      <= exponent_a_p1;
    exponent_b_p2      <= exponent_b_p1;
    shift_align_num_p2 <= shift_align_num_p1;
end
always_ff @(posedge clk)
    if (rst)
        valid_p2 <= '0;
    else
        valid_p2 <= valid_p1;
always_comb begin
    for (int i = W_MANT_EXT-1; i >= 0; i--) begin
        prev_ones = '0;
        for (int j = W_MANT_EXT-1; j > i; j--)
            prev_ones |= add_result_p2[j];
        pri_onehot[i] = add_result_p2[i] && !prev_ones;
    end
    for (int unsigned i = 0; i < W_MANT_EXT; i++)
        for (int unsigned j = 0; j < W_MANT_IDX; j++)
            conv_table[j][W_MANT_EXT-1-i] = logic'((i >> j));
    for (int unsigned i = 0; i < W_MANT_EXT; i++)
            normalize_shamt[i] = |(conv_table[i] & pri_onehot);
end
always_ff @(posedge clk) begin
    add_result_p3      <= add_result_p2;
    overflow_p3        <= overflow_p2;
    res_sign_p3        <= res_sign_p2;
    exponent_a_p3      <= exponent_a_p2;
    exponent_b_p3      <= exponent_b_p2;
    shift_align_num_p3 <= shift_align_num_p2;
    normalize_shamt_p3 <= normalize_shamt;
end
always_ff @(posedge clk)
    if (rst)
        valid_o <= '0;
    else
        valid_o <= valid_p2;
always_comb begin
    if (shift_align_num_p3)
        higher_exponent = exponent_b_p3;
    else
        higher_exponent = exponent_a_p3;
    if (overflow_p3) begin
        if (higher_exponent != 8'b11111110) begin
            res_exponent        = higher_exponent + 1'b1;
            mantissa_normalized = W_MANT'(add_result_p3 >> 1);
        end else begin
            res_exponent        = higher_exponent;
            mantissa_normalized = '1;
        end
    end else begin
        if (add_result_p3 == '0)
            res_exponent = '0;
        else
            res_exponent = higher_exponent - 8'(normalize_shamt_p3);
        mantissa_normalized = W_MANT'(add_result_p3 << normalize_shamt_p3);
    end
    num_o = { res_sign_p3, res_exponent, mantissa_normalized };
end
endmodule
`resetall
$ cat ./config.mk
export PLATFORM = sky130hd
export DESIGN_NAME = fp_add
export DESIGN_NICKNAME = fp_add
export VERILOG_FILES = /design/flow/design.v
export SDC_FILE = /design/flow/constraint.sdc
export NUM_CORES = 4
export LEC_CHECK = 1
export CORE_UTILIZATION = 30
$ cat ./run.sh
#!/bin/bash
# OpenROAD 26Q1-2900-gdf79404cd8, Yosys 0.63+post, stock flow scripts
make -C /OpenROAD-flow-scripts/flow DESIGN_CONFIG=/design/flow/config.mk WORK_HOME=/design/flow/orfs finish
==> out/summary.txt <==
outcome -> finished clean
highest routed layer -> met4
number of OpenROAD warnings -> 81
yosys warning tally -> 40
met3 WL -> 1.630 mm
first-pass GRT wire length -> 52.78 mm
Root Buffer -> clkbuf_16
critical-path maximum fanout -> 69
Crit-path slowest cell -> buf_4
Worst Setup Start Kind -> input port
M1 WL -> 17.16 mm
final wirelength -> 33.44 mm
Final Hold Viols -> 0
yosys cell count -> 1,380
Synth Instances -> 1,380
CP Cell Sequence -> clkdlybuf4s50_1, nor4_1, nand2_1, nand2b_1, inv_1, ha_1, nor2b_1, o211a_1, o21ai_1, a31oi_4, buf_4, inv_4, buf_4, a21oi_1, or2_1, buf_4, mux4_1, and2_4, o32a_1, o31ai_1
die width -> 197.0 um
relative slew slack -> 45.88%
Final Cycle Share -> 64.34%
DRT Pass-1 Iters -> 7
Antenna Violating Nets Remaining -> 0
DR iter-0 viols -> 671
Yosys Chip Area -> 11,410 um2
vias per cell -> 5.111
Post-CTS Setup Bufs -> 0
TritonCTS clock tree -> done
CTS Buffer Depth -> 2
count of cell types in the netlist -> 88
number of synthesized flops with an enable pin -> 0
dpl hpwl -> 26.69 mm
Cell Area, Placed -> 12,760 um2
post-synthesis register bit count -> 156
GRT Total Usage -> 17.61%
Slew @ Worst Pin -> 0.8118 ns
critical path endpoint category -> flop
PwrDens -> 187.5 nW/um2
Async SR Flop Fraction -> 0%
Cells after DPL -> 1,916
clk latency late pin -> 0.42 ns
met2 routed WL -> 13.83 mm
die area -> 38,820 um2
largest net degree at the start of global routing -> 70
gr ovfl total -> 0
Reg clk slew, reported paths -> 0.06 ns
register share after synthesis -> 27.37%
CTS H-tree depth -> 4
GP Congestion -> 0.9415
fmax -> 132.9 MHz
total number of vias -> 9,962
Setup Viol. Count Final -> 0
Core Util at FP -> 30.37%
Setup TNS Final -> 0 ns
Core Region -> 37,580 um2
Post-CTS Hold Fix Bufs -> 0
# clock sinks -> 156
Max Clock Skew -> 0.01556 ns
fin area -> 13,350 um2
CTS Buf Count -> 17
worst setup path class -> in2reg
min-delay worst type -> reg2reg
Top cell by count, worst path -> buf_4
antenna violations before repair -> 1
Mean Syn Cell Area -> 8.269 um2
cts repair resizes -> 0
I/O pin count -> 100
Post-Layout Cell Count -> 1,949
proportion of layout cells with a drive suffix above 1 -> 7.794%
remaining routing DRC violations -> 0
critical path arrival -> 7.83 ns
Max Cap Violations -> 0
worst path required time -> 12.01 ns
RSZ-0062 raised after global routing -> no
Worst IR Drop VDD -> 0.09002 mV
vias in the first global route -> 9,467
Die Y -> 197.0 um
PortBufs -> 99
P&R area growth vs syn -> 17.00%
Largest stage delay, worst path -> 0.55 ns
fin crit period -> 7.527 ns
main flop type -> dfxtp_1
WL/cell -> 17.16 um
Pins Over Slew Limit -> 0
cell area after synthesis -> 11,410 um2
leak pwr -> 5.435 nW
# rows -> 71
-- Yosys cell counts, types with 7 or more instances --
cell type	number	area [um2]
a211oi_1	17	127.6
a21o_1	15	112.6
a21oi_1	98	490.5
a221oi_1	8	70.07
a31oi_1	13	81.33
and2_1	9	56.30
and3_1	8	50.05
buf_2	15	75.07
buf_4	10	75.07
clkbuf_1	60	225.2
dfxtp_1	156	3123
ha_1	90	1126
inv_1	98	367.9
mux2_2	30	337.8
mux2i_1	65	650.6
mux4_2	7	157.7
nand2_1	119	446.7
nand2b_1	12	75.07
nand3_1	24	120.1
nand4_1	16	100.1
nor2_1	95	356.6
nor2b_1	25	156.4
nor3_1	27	135.1
nor4_1	16	100.1
o2111ai_1	7	61.31
o211ai_1	19	142.6
o21ai_0	74	370.4
o21bai_1	10	75.07
o22a_1	27	236.5
o31ai_1	17	127.6
or2_2	8	50.05
or3_1	11	68.82
xnor2_1	48	420.4
xor2_1	19	166.4
-- sequential cells by signal, indices dropped and copies added, names as in the netlist, 8 cells and up --
signal                 cells
add_result_p2             24
add_result_p3             24
exponent_a_p1              8
exponent_a_p2              8
exponent_a_p3              8
exponent_b_p1              8
exponent_b_p2              8
exponent_b_p3              8
mantissa_aligned_a_p1     24
mantissa_aligned_b_p1     24
-- final cells by class --
| type | count | area [um2] |
|---|---|---|
| fill | 3836 | 24230 |
| inverter | 99 | 374.1 |
| clock inverter | 14 | 148.9 |
| tap | 511 | 639.4 |
| clock buffer | 18 | 439.2 |
| timing repair buffer | 115 | 1111 |
| antenna | 1 | 2.502 |
| multi-input combinational | 1035 | 7512 |
| sequential | 156 | 3123 |
-- cells in the final DEF, fill, tap and decap left out, drive strengths merged, types with 30 or more instances in the layout --
cell,count
mux2i,65
clkdlybuf4s50,99
nor2,95
mux2,30
ha,90
nand2,121
a21oi,98
inv,107
dfxtp,156
o21ai,78
xnor2,48
-- power by group --
| part | internal [mW] | switching [mW] | total [mW] |
|---|---|---|---|
| sequential | 0.660 | 0.0749 | 0.735 |
| clock | 0.308 | 0.240 | 0.548 |
| combinational | 0.535 | 0.686 | 1.22 |
-- critical path: cells and delay by family --
kind	cells	cell delay (ns)
AND-OR/OR-AND	6	1.53
AND/OR/NAND/NOR	6	1.41
adder cells (fa/ha/maj)	1	0.24
buffers and inverters	6	1.94
multiplexers	1	0.33
-- worst paths after layout --
kind	start	to	slack, ns	depth (start not counted)
worst max-delay path	num_a_i[24]	mantissa_aligned_a_p1[7]	4.17	20
worst min-delay path	add_result_p2[1]	add_result_p3[1]	0.33	0
worst max register to register	mantissa_aligned_a_p1[1]	add_result_p2[23]	7.44	12
worst min register to register	add_result_p2[1]	add_result_p3[1]	0.33	0
-- logic make-up after synthesis --
group	count (synthesis)	synth area share (%)
fa+ha+maj	93	10.39
flops	156	27.37
mux	105	10.73
simple gates	390	16.73
buf+inv	189	6.864
compound gates	378	22.48
xor+xnor	69	5.428
-- layer usage --
layer	vias up	global-route usage (%)
met5	-	0
met4	0	3.876
met3	31	2.125
met2	263	25.47
met1	4643	28.13
li1	5025	-
-- stage by stage --
stage	utilization (%)	hold WS, ns	setup slack [ns]	power (mW)
2_1_floorplan	-	0.3096	6.049	1.577
3_3_place_gp	33.96	0.3113	3.924	1.950
3_5_place_dp	33.96	0.3121	3.772	1.949
4_1_cts	35.52	0.3273	4.194	2.510
5_1_grt	35.53	0.3331	3.724	2.689
6_report	35.53	0.3257	4.173	2.504
Power is estimated from default activity; no workload was simulated.
