$ cat design/flow/config.mk
export PLATFORM = sky130hd
export DESIGN_NAME = fifo_singleport
export DESIGN_NICKNAME = fifo_singleport
export VERILOG_FILES = /design/flow/design.v
export SDC_FILE = /design/flow/constraint.sdc
export NUM_CORES = 4
export LEC_CHECK = 1
export CORE_UTILIZATION = 40
$ cat design/flow/constraint.sdc
current_design fifo_singleport

set clk_period 4.8
set clk_io_pct 0.2

create_clock -name clk0 -period $clk_period [get_ports {clk_i}]

set non_clock_inputs [all_inputs -no_clocks]
set_input_delay [expr $clk_period * $clk_io_pct] -clock clk0 $non_clock_inputs
set_output_delay [expr $clk_period * $clk_io_pct] -clock clk0 [all_outputs]
$ cat design/flow/design.v
module fifo_dff #(
    parameter WIDTH = 8,
    parameter DEPTH = 8
) (
    input  logic             clk_i,
    input  logic             rst_i,
    input  logic             wr_en_i,
    input  logic             rd_en_i,
    input  logic [WIDTH-1:0] data_i,
    output logic [WIDTH-1:0] data_o,
    output logic             empty_o,
    output logic             full_o
);
    localparam W_PTR   = $clog2(DEPTH);
    localparam MAX_PTR = W_PTR'(DEPTH - 1);
    logic             push;
    logic             pop;
    logic [W_PTR-1:0] wr_ptr;
    logic [W_PTR-1:0] rd_ptr;
    logic             wr_circle_odd;
    logic             rd_circle_odd;
    logic [WIDTH-1:0] mem [DEPTH];
    assign push    = wr_en_i && (~full_o || rd_en_i);
    assign pop     = rd_en_i && ~empty_o;
    assign empty_o = (wr_ptr == rd_ptr) && (wr_circle_odd == rd_circle_odd);
    assign full_o  = (wr_ptr == rd_ptr) && (wr_circle_odd != rd_circle_odd);
    assign data_o  = mem[rd_ptr];
    always_ff @(posedge clk_i) begin
        if (push) begin
            mem[wr_ptr] <= data_i;
        end
    end
    always_ff @(posedge clk_i) begin
        if (rst_i) begin
            wr_ptr        <= W_PTR'(0);
            wr_circle_odd <= 1'b0;
        end else if (push) begin
            if (wr_ptr == MAX_PTR) begin
                wr_ptr        <= W_PTR'(0);
                wr_circle_odd <= ~wr_circle_odd;
            end else begin
                wr_ptr <= wr_ptr + 1'b1;
            end
        end
    end
    always_ff @(posedge clk_i) begin
        if (rst_i) begin
            rd_ptr        <= W_PTR'(0);
            rd_circle_odd <= 1'b0;
        end else if (pop) begin
            if (rd_ptr == MAX_PTR) begin
                rd_ptr        <= W_PTR'(0);
                rd_circle_odd <= ~rd_circle_odd;
            end else begin
                rd_ptr <= rd_ptr + 1'b1;
            end
        end
    end
endmodule
module fifo_singleport #(
    parameter WIDTH  = 8,
    parameter DEPTH  = 8
) (
    input  logic             clk_i,
    input  logic             rst_i,
    input  logic             wr_en_i,
    input  logic             rd_en_i,
    input  logic [WIDTH-1:0] data_i,
    output logic [WIDTH-1:0] data_o,
    output logic             empty_o,
    output logic             full_o
);
    localparam N_BANKS    = 2;
    localparam BUF_DEPTH  = 2;
    localparam CNT_MAX    = DEPTH;
    localparam CNT_W      = $clog2(CNT_MAX + 1);
    localparam BANK_DEPTH = DEPTH / 2;
    localparam PTR_W      = $clog2(BANK_DEPTH);
    localparam PTR_MAX    = PTR_W'(BANK_DEPTH - 1);
    logic               push;
    logic               pop;
    logic [  PTR_W-1:0] wr_ptr   [N_BANKS];
    logic [  PTR_W-1:0] rd_ptr   [N_BANKS];
    logic [  PTR_W-1:0] addr     [N_BANKS];
    logic [N_BANKS-1:0] wen;
    logic [N_BANKS-1:0] ren;
    logic [  WIDTH-1:0] sram_out [N_BANKS];
    logic [N_BANKS-1:0] sram_out_vld;
    logic [N_BANKS-1:0] bypass;
    logic [N_BANKS-1:0] sram_empty;
    logic [  WIDTH-1:0] buf_in  [N_BANKS];
    logic [  WIDTH-1:0] buf_out [N_BANKS];
    logic [N_BANKS-1:0] buf_wr_en;
    logic [N_BANKS-1:0] buf_rd_en;
    logic [N_BANKS-1:0] buf_full;
    logic               wr_bank_select;
    logic               rd_bank_select;
    logic               wr_selected;
    logic               rd_selected;
    logic               buf_ready;
    logic [CNT_W-1:0]   cnt;
    logic               almost_empty;
    generate
        for (genvar i = 0; i < 2; i++) begin : sram_and_buf_gen
            sram_singleport #(
                .WIDTH ( WIDTH      ),
                .DEPTH ( BANK_DEPTH )
            ) i_bank (
                .clk_i  ( clk_i         ),
                .wen_i  ( wen       [i] ),
                .ren_i  ( ren       [i] ),
                .addr_i ( addr      [i] ),
                .data_i ( data_i        ),
                .data_o ( sram_out  [i] )
            );
            fifo_dff #(
                .WIDTH ( WIDTH     ),
                .DEPTH ( BUF_DEPTH )
            ) i_buf (
                .clk_i   ( clk_i         ),
                .rst_i   ( rst_i         ),
                .wr_en_i ( buf_wr_en [i] ),
                .rd_en_i ( buf_rd_en [i] ),
                .data_i  ( buf_in    [i] ),
                .data_o  ( buf_out   [i] ),
                .full_o  ( buf_full  [i] ),
                .empty_o (               )
            );
        end
    endgenerate
    always_comb begin
        for (int i = 0; i < 2; i++) begin
            wr_selected    = wr_bank_select == 1'(i);
            rd_selected    = rd_bank_select == 1'(i);
            almost_empty   = cnt < (BUF_DEPTH * N_BANKS);
            buf_ready      = ~buf_full[i] && ~sram_out_vld[i];
            sram_empty [i] = (wr_ptr[i] == rd_ptr[i]) && almost_empty;
            bypass     [i] = sram_empty[i] && buf_ready;
            wen        [i] = push && ~bypass[i] && wr_selected;
            ren        [i] = ~sram_empty[i] && buf_ready && ~(push && wr_selected);
            addr       [i] = wen[i] ? wr_ptr[i] : rd_ptr[i];
            buf_wr_en  [i] = (bypass[i] && push && wr_selected) || sram_out_vld[i];
            buf_rd_en  [i] = pop && rd_selected;
            buf_in     [i] = bypass[i] ? data_i : sram_out[i];
        end
        data_o = rd_bank_select ? buf_out[1] : buf_out[0];
    end
    always_ff @(posedge clk_i) begin
        if (rst_i) begin
            wr_bank_select <= 1'b0;
        end else if (push) begin
            wr_bank_select <= ~wr_bank_select;
        end
    end
    always_ff @(posedge clk_i) begin
        if (rst_i) begin
            rd_bank_select <= 1'b0;
        end else if (pop) begin
            rd_bank_select <= ~rd_bank_select;
        end
    end
    always_ff @(posedge clk_i) begin
        for (int i = 0; i < 2; i++) begin
            if (rst_i) begin
                sram_out_vld[i] <= 1'b0;
            end else if (ren[i]) begin
                sram_out_vld[i] <= 1'b1;
            end else begin
                sram_out_vld[i] <= 1'b0;
            end
        end
    end
    assign push    = wr_en_i && (~full_o || rd_en_i);
    assign pop     = rd_en_i && ~empty_o;
    assign empty_o = cnt == CNT_W'(0);
    assign full_o  = cnt == CNT_MAX;
    always_ff @(posedge clk_i) begin
        for (int i = 0; i < 2; i++) begin
            if (rst_i) begin
                wr_ptr[i] <= PTR_W'(0);
            end else if (wen[i]) begin
                if (wr_ptr[i] == PTR_MAX) begin
                    wr_ptr[i] <= PTR_W'(0);
                end else begin
                    wr_ptr[i] <= wr_ptr[i] + 1'b1;
                end
            end
        end
    end
    always_ff @(posedge clk_i) begin
        for (int i = 0; i < 2; i++) begin
            if (rst_i) begin
                rd_ptr[i] <= PTR_W'(0);
            end else if (ren[i]) begin
                if (rd_ptr[i] == PTR_MAX) begin
                    rd_ptr[i] <= PTR_W'(0);
                end else begin
                    rd_ptr[i] <= rd_ptr[i] + 1'b1;
                end
            end
        end
    end
    always_ff @(posedge clk_i) begin
        if (rst_i) begin
            cnt <= CNT_W'(0);
        end else if (push && ~pop) begin
            cnt <= cnt + 1'b1;
        end else if (pop && ~push) begin
            cnt <= cnt - 1'b1;
        end
    end
endmodule
module sram_singleport #(
    parameter WIDTH  = 8,
    parameter DEPTH  = 8,
    parameter ADDR_W = $clog2(DEPTH)
) (
    input  logic              clk_i,
    input  logic              wen_i,
    input  logic              ren_i,
    input  logic [ADDR_W-1:0] addr_i,
    input  logic [ WIDTH-1:0] data_i,
    output logic [ WIDTH-1:0] data_o
);
    logic [WIDTH-1:0] sram [DEPTH];
    always_ff @(posedge clk_i) begin
        if (wen_i) begin
            sram[addr_i] <= data_i;
        end else if (ren_i) begin
            data_o       <= sram[addr_i];
        end
    end
endmodule
$ cat design/flow/run.sh
#!/bin/bash
# OpenROAD 26Q1-2900-gdf79404cd8, Yosys 0.63+post, stock flow scripts
make -C /OpenROAD-flow-scripts/flow DESIGN_CONFIG=/design/flow/config.mk WORK_HOME=/design/flow/orfs finish
==> results.tsv <==
metric	value	unit
status	completed	
skew	0.005329	ns
rsz0062_at_grt	false	
tool_warnings	25	
worstMarginPinSlew	0.8741	ns
viasPerCell	5.033	
total_power	0.004481	W
grt_pass1_wl	15410	um
min-delay-start	wr_bank_select	
fmaxAchievable	314.0	MHz
clk_pin_slew	0.06	ns
fin_crit	3.184	ns
crit_type	in2reg	
hp-class	reg2reg	
io_pins	22	
flop_area	3884	um^2
yosys_warnings	13	
synth_cell_types	41	
grt_max_degree	29	
antenna_left	0	
ff2ff_path_depth	10	
yosys_area	5722	um^2
cts.sinks	138	
synthCells	349	
initCoreUtil	41.06	%
cp-startpoint	wr_en_i	
track_usage	15.37	%
synth_top_area_share	58.78	%
hold_buffers	0	
io_buffers	21	
ys_cells	349	
gr-total-overflow	0	
p_leak	2.341	nW
hold_viol_final	0	
cts_buffer_depth	2	
post-synth-top-area-cell	edfxtp_1	
tns	0	ns
drt_pre_antenna_iters	4	
synth_flops	138	
r2r-start	cnt[3]	
min_period_over_period	66.34	%
whs_endpoint	wr_bank_select	
cts_resized	0	
first_global_vias	2896	
netlist_area	5722	um^2
antenna_found_initial	0	
slew_viol_final	0	
htree_levels	4	
die_x	121.6	um
relSlewSlack	40.06	%
finalWeightedCongestion	0.7504	
r2r_setup_slack	1.83	ns
endpoint_kind	flip-flop	
drive_gt1_share	15.48	%
synth_async_sr_flop_share	0	%
areaGrowthSynthToFinish	16.49	%
lay_top_cells	edfxtp_1 (112), nor2_1 (31), dfxtp_1 (26), clkdlybuf4s50_1 (21), mux2_2 (18)	
clock_latency	0.41	ns
synthTopCellsByArea	edfxtp_1 (59%), dfxtp_1 (9.1%), mux4_1 (5.1%), mux2_2 (3.5%), mux2i_1 (3.0%)	
drt_drc_violations_left	0	
dieArea	14790	um^2
final-comb-area	1760	um^2
row_count	43	
cp_data_arrival_time	3.34	ns
die_h	121.6	um
holdPathStages	2	
dpl.hpwl	6375	um
power-per-cell-area	672.3	nW/um^2
flop_cell	edfxtp_1	
wl_per_cell	17.19	um
core	13930	um^2
numCtsBuffers	17	
edf_count	112	
drtIter0Drc	191	
crit_required	4.95	ns
crit_fanout	8	
wl	9866	um
fillCellCount	1127	
dr_total_vias	2889	
postCtsSetupBuffers	0	
ys_seq_share	67.88	%
timing.rr.end	cnt[3]	
cts_tree	yes	
cts-root-buf	clkbuf_16	
setup_viol	0	
syn_avg_cell_area	16.39	um^2
start_kind	input port	
maxCapViolCount	0	
diodes	0	
vdd_drop_max	255.9	uV
lay_top_count	edfxtp_1	
-- how the worst max path moves through the flow --
stage,cells past startpoint,end,slack (ns)
6_report,6,sram_and_buf_gen[0].i_bank.data_o[7],1.62
5_1_grt,6,sram_and_buf_gen[0].i_bank.data_o[4],1.45
4_1_cts,6,sram_and_buf_gen[0].i_bank.data_o[7],1.59
-- final cells by class --
| type | instances | area share (%) |
|---|---|---|
| inverter | 7 | 0.3942 |
| clock buffer | 18 | 6.439 |
| multi-input combinational | 192 | 26.41 |
| sequential | 138 | 58.27 |
| clock inverter | 12 | 1.277 |
| timing repair buffer | 27 | 3.830 |
| tap | 180 | 3.379 |
-- critical path, cell delays in order --
cell and delay, ns:
clkdlybuf4s50_1 0.52, nor2b_1 0.27, o21ai_4 0.11, a21oi_2 0.33, mux2i_4 0.53, mux4_1 0.61
-- synth_stat cells, types with 2 or more instances --
cell	instances
edfxtp_1	112
nor2_1	31
dfxtp_1	26
mux2_2	18
mux2i_1	17
a21oi_1	15
nor2b_1	15
mux4_1	11
nand2_1	11
xnor2_1	11
ha_1	9
a211oi_1	8
inv_1	7
xor2_1	7
buf_2	5
clkbuf_1	5
mux4_2	5
nor3_1	3
a21oi_2	2
a32oi_1	2
and3_1	2
buf_1	2
mux2i_4	2
nor4_1	2
o211ai_1	2
o21a_1	2
or3_1	2
or3b_1	2
-- routing by layer --
layer | track usage (%) | vias up | share of wire, %
li1 | - | 1413 | -
met1 | 23.29 | 1402 | 45
met2 | 22.87 | 62 | 47
met3 | 6.584 | 12 | 6.3
met4 | 2.238 | 0 | 2.0
met5 | 0 | - | 0
-- registers in the layout, indices dropped and copies added, names as in the netlist, named ones only --
signal / count
wr_ptr: 4
sram_and_buf_gen.i_buf.rd_circle_odd: 2
wr_bank_select: 1
rd_bank_select: 1
sram_out_vld: 2
sram_and_buf_gen.i_buf.wr_circle_odd: 2
sram_and_buf_gen.i_buf.mem: 32
sram_and_buf_gen.i_bank.data_o: 16
rd_ptr: 4
sram_and_buf_gen.i_buf.rd_ptr: 2
sram_and_buf_gen.i_buf.wr_ptr: 2
cnt: 4
sram_and_buf_gen.i_bank.sram: 64
-- through the flow --
step	hold slack (ns)	instance area [um^2]	std cells	setup WS [ns]	util (%)
after global routing	0.5651	6665	574	1.447	47.83
after global placement	0.5069	6151	544	1.193	44.14
after floorplan	0.4867	5722	349	1.913	-
after CTS	0.5235	6665	574	1.592	47.83
after detailed placement	0.5147	6151	544	1.132	44.14
final	0.5284	6665	574	1.616	47.83
-- report_power, final --
| part | internal, W | leakage [nW] | switching (W) |
|---|---|---|---|
| clock network | 0.000690 | 0.242 | 0.000445 |
| logic | 0.000710 | 0.861 | 0.000721 |
| registers | 0.00174 | 1.24 | 0.000175 |
| total | 0.00314 | 2.34 | 0.00134 |
-- cell families (layout without fill, tap and decap cells) --
kind of cell | Yosys count | in the layout | synth area share (%)
buffers and inverters | 19 | 64 | 1.356
AND-OR/OR-AND | 38 | 38 | 4.833
multiplexers | 53 | 53 | 14.32
adder cells (fa/ha/maj) | 10 | 10 | 2.318
XOR/XNOR | 18 | 18 | 2.755
AND/OR/NAND/NOR | 73 | 73 | 6.538
flip-flops | 138 | 138 | 67.88
No activity file was given, so power comes from the tool's default toggle rates.
