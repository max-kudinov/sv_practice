## flow/run.sh

```bash
#!/bin/bash
# OpenROAD 26Q1-2900-gdf79404cd8, Yosys 0.63+post, stock flow scripts
make -C /OpenROAD-flow-scripts/flow DESIGN_CONFIG=/design/flow/config.mk WORK_HOME=/design/flow/orfs finish
```

## flow/config.mk

```make
export PLATFORM = sky130hd
export DESIGN_NAME = ring_buffer_with_single_pointer
export DESIGN_NICKNAME = ring_buffer_with_single_pointer
export VERILOG_FILES = /design/flow/design.v
export SDC_FILE = /design/flow/constraint.sdc
export NUM_CORES = 4
export LEC_CHECK = 1
export CORE_UTILIZATION = 30
```

## flow/constraint.sdc

```tcl
current_design ring_buffer_with_single_pointer

set clk_period 4.3
set clk_io_pct 0.2

create_clock -name clk0 -period $clk_period [get_ports {clk_i}]

set non_clock_inputs [all_inputs -no_clocks]
set_input_delay [expr $clk_period * $clk_io_pct] -clock clk0 $non_clock_inputs
set_output_delay [expr $clk_period * $clk_io_pct] -clock clk0 [all_outputs]
```

## flow/design.v

```verilog
module ring_buffer_with_single_pointer #(
    parameter WIDTH = 8,
    parameter DEPTH = 8
) (
    input  logic             clk_i,
    input  logic             rst_i,
    input  logic             enable_i,
    input  logic [WIDTH-1:0] data_i,
    output logic [WIDTH-1:0] data_o
);
    localparam PTR_W = $clog2(DEPTH);
    localparam [PTR_W-1:0] MAX_PTR = DEPTH - 1;
    logic [WIDTH-1:0] mem [DEPTH];
    logic [PTR_W-1:0] ptr;
    always_ff @(posedge clk_i) begin
        if (rst_i) begin
            ptr <= '0;
        end else if (enable_i) begin
            if (ptr == MAX_PTR) begin
                ptr <= '0;
            end else begin
                ptr <= ptr + 1'b1;
            end
        end
    end
    always_ff @(posedge clk_i) begin
        if (enable_i) begin
            mem[ptr] <= data_i;
        end
    end
    assign data_o = mem[ptr];
endmodule
```

==> impl_metrics.env <==
# physical design summary
export IMPL_drt_pass1_iterations=4
export IMPL_htreeDepth=3
export IMPL_ys_types=18
export IMPL_worst_pin_slew_ns=0.957
export IMPL_p_total_mw=1.47
export IMPL_finClkSkew_ns=0.00348
export IMPL_routedWlPerCell_um=18.0
export IMPL_ys_area_um2=2720
export IMPL_cts_sinks=70
export IMPL_final_common_cell="edfxtp_1"
export IMPL_worstPathArrival_ns=2.64
export IMPL_layout_cells_non_filler=266
export IMPL_cts_tree="done"
export IMPL_clock_path_buffers=2
export IMPL_overflow=0
export IMPL_io_buffers=18
export IMPL_pin_count=19
export IMPL_p_sw_share_pct=18.9
export IMPL_hp_class="reg2reg"
export IMPL_clk_insertion_delay_late_ns=0.34
export IMPL_drtAntennaViolNets=0
export IMPL_rows=34
export IMPL_wirelength_um=4790
export IMPL_post_route_drc_count=0
export IMPL_critPathKind="reg2out"
export IMPL_yosys_cells=121
export IMPL_syn_area_um2=2720
export IMPL_via_per_inst=4.77
export IMPL_root_buffer="clkbuf_8"
export IMPL_critPathLaunchType="flop"
export IMPL_hold_viol=0
export IMPL_place_area_um2=3060
export IMPL_p_sw_mw=0.278
export IMPL_grt_pass1_vias=1372
export IMPL_drive_gt1_share_pct=20.9
export IMPL_cts_made_buffers=9
export IMPL_first_iter_violations=84
export IMPL_pwr_share_clk_pct=42.0
export IMPL_cp_max_fo=16
export IMPL_core_um2=8760
export IMPL_antenna_cells_inserted=0
export IMPL_initCoreUtil_pct=31.1
export IMPL_power_frac_seq_pct=52.4
export IMPL_timing_final_ws_setup_ns=0.797
export IMPL_dp_hpwl_um=2880
export IMPL_critPathRequiredTime_ns=3.44
export IMPL_grtUsageTotal_pct=11.2
export IMPL_ys_seq_share_pct=75.0
export IMPL_setup_viol=0
export IMPL_intPower_mw=1.19
export IMPL_rsz0062_at_grt="false"
export IMPL_ir_worst_vdd_v=0.000154
export IMPL_hold_ws_ns=0.567
export IMPL_slew_headroom_pct=36.1
export IMPL_nFillCells=787
export IMPL_timing_fmax_mhz=285
export IMPL_post_cts_buffers=0
export IMPL_area_delta_synth_final_pct=20.9
export IMPL_cts_repair_resized=0
export IMPL_avgSynthCellArea_um2=22.5
export IMPL_warnings=25
export IMPL_clk_pin_slew_ns=0.07
export IMPL_status="completed"
export IMPL_cellPowerDensity_nw_per_um2=447
export IMPL_dieArea_um2=9460
export IMPL_power_share_combinational_pct=5.6
export IMPL_finalCriticalPeriod_ns=3.50
export IMPL_top_area_share_pct=70.6
export IMPL_yosysWarnings=1
export IMPL_grt_first_pass_wirelength_um=7280
export IMPL_antenna_found_initial=0
export IMPL_post_place_ws_ns=1.13
export IMPL_die_w_um=97.3
export IMPL_cts_hold_buf=0
export IMPL_slew_violations=0
export IMPL_grt_max_degree=17
export IMPL_vias=1269
export IMPL_critPathCaptureType="output port"
export IMPL_finalClockPeriodUsage_pct=81.5
export IMPL_die_h_um=97.3
export IMPL_maxCapViolCount=0
export IMPL_dp_cells=250
export IMPL_fin_util_pct=37.6
export IMPL_lay_top_cells="edfxtp_1 (64), clkdlybuf4s50_1 (18), mux4_1 (15)"
export IMPL_p_leak_nw=1.09
export IMPL_synth_area_leader_cell="edfxtp_1"
export IMPL_place_gp_congestion=0.717
export IMPL_ys_flops=70
export IMPL_synth_area_top_cells="edfxtp_1 (71%), mux4_1 (14%), dfxtp_1 (4.4%)"
export IMPL_syn_inst=121
export IMPL_setup_tns_ns=0
export IMPL_final_cell_area_um2=3290
-- cells by family after synthesis --
kind of cell,share of synthesized area [%]
compound gates,0.184
fa+ha+maj,0.919
buf+inv,1.61
flops,75.0
mux,19.3
simple gates,2.99
-- flip-flops by register name, indices dropped and copies added, names as in the netlist, named ones only --
name  count
mem      64
ptr       3
-- worst max-delay path, cell delays in order, from the launching register on --
cell and delay [ns]:
dfxtp_1 0.95, mux4_1 0.65, mux2_2 0.28, clkdlybuf4s50_1 0.42
-- power by group through the flow --
stage | clock network, mW | registers [mW] | logic [mW]
CTS | 0.634 | 0.772 | 0.0844
global route | 0.667 | 0.773 | 0.0900
finish | 0.618 | 0.771 | 0.0831
-- synth_stat cells, drive strengths merged --
cell / count
clkbuf: 1
nor2: 8
edfxtp: 64
a21oi: 1
mux2i: 2
mux4: 16
nand2b: 4
mux2: 8
dfxtp: 6
nor3: 2
or3b: 1
buf: 4
ha: 2
nand2: 2
-- final cells by class --
class | instances | area (um2) | share of cell area [%]
flip-flops and latches | 70 | 2040 | 62.0
multi-input cells | 46 | 638 | 19.4
repair buffers | 26 | 240 | 7.30
well taps | 108 | 135 | 4.10
clock buffers | 9 | 124 | 3.76
clock inverters | 7 | 113 | 3.42
-- metal layers --
metal / up-vias / part of all wire [%] / track usage [%]
met3: 5 / 14 / 8.35
met2: 78 / 50 / 18.1
met1: 614 / 35 / 12.4
met5: - / 0 / 0
met4: 0 / 0.96 / 1.13
li1: 572 / - / -
-- final timing paths --
path	from	end	slack [ns]	depth (start not counted)
max	flop	data_o[7]	0.80	3
min reg2reg	ptr[0]$_SDFFE_PP0P_	ptr[0]$_SDFFE_PP0P_	0.57	2
min	ptr[0]$_SDFFE_PP0P_	ptr[0]$_SDFFE_PP0P_	0.57	2
max reg2reg	ptr[0]$_SDFFE_PP0P_	mem[1][2]$_DFFE_PP_	2.63	3
Power and IR drop assume default switching activity.
